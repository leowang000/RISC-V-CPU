**./config.mk**
```make
export PLATFORM = sky130hd
export DESIGN_NAME = icache
export DESIGN_NICKNAME = icache
export VERILOG_FILES = /design/flow/design.v
export SDC_FILE = /design/flow/constraint.sdc
export NUM_CORES = 4
export LEC_CHECK = 1
export CORE_UTILIZATION = 40
```
**./constraint.sdc**
```tcl
current_design icache

set clk_period 80.6
set clk_io_pct 0.2

create_clock -name clk0 -period $clk_period [get_ports {clk}]

set non_clock_inputs [all_inputs -no_clocks]
set_input_delay [expr $clk_period * $clk_io_pct] -clock clk0 $non_clock_inputs
set_output_delay [expr $clk_period * $clk_io_pct] -clock clk0 [all_outputs]
```
**./design.v**
```verilog
module icache (
    input wire clk,
    input wire rst,
    input wire rdy,
    input wire flush,
    input wire stall,
    input wire                 fet_icache_enable,
    input wire [32 - 1 : 0] fet_pc,
    input wire                 mem_inst_ready,
    input wire [32 - 1 : 0] mem_inst,
    input wire [32 - 1 : 0] mem_inst_addr,
    output wire                 icache_ready,   
    output wire [32 - 1 : 0] icache_inst     
);
    integer                    i;
    reg                        valid             [128 - 1 : 0];
    reg     [9 - 1 : 0] tag               [128 - 1 : 0];
    reg     [          15 : 0] data              [128 - 1 : 0];
    wire                       tmp_hit_16;
    wire    [   32 - 1 : 0] tmp_fet_pc;
    wire                       tmp_hit_32;
    wire                       tmp_c_extension;
    wire                       tmp_hit_ic;
    wire                       tmp_hit_i;
    wire    [   32 - 1 : 0] tmp_mem_inst_addr;
    assign tmp_hit_16        = ((fet_icache_enable && valid[fet_pc[7:1]]) && tag[fet_pc[7:1]] == fet_pc[16:8]);
    assign tmp_fet_pc        = fet_pc + 32'd2;
    assign tmp_hit_32        = (tmp_hit_16 && (valid[tmp_fet_pc[7:1]] && tag[tmp_fet_pc[7:1]] == tmp_fet_pc[16:8]));
    assign tmp_c_extension   = (data[fet_pc[7:1]][1 : 0] != 2'b11);
    assign tmp_hit_ic        = tmp_hit_16 && tmp_c_extension;
    assign tmp_hit_i         = tmp_hit_32 && !tmp_c_extension;
    assign tmp_mem_inst_addr = mem_inst_addr + 32'd2;
    assign icache_ready      = (tmp_hit_ic || tmp_hit_i);
    assign icache_inst       = (tmp_hit_ic ? {16'b0, data[fet_pc[7:1]]} : (tmp_hit_i ? {data[tmp_fet_pc[7:1]], data[fet_pc[7:1]]} : 32'b0));
    always @(posedge clk) begin
        if (rst) begin
            for (i = 0; i < 128; i = i + 1) begin
                valid[i] <= 1'b0;
                tag[i]   <= 9'b0;
                data[i]  <= 16'b0;
            end
        end else if (rdy && !flush && !stall) begin
            if (mem_inst_ready) begin
                valid[mem_inst_addr[7:1]] <= 1'b1;
                tag[mem_inst_addr[7:1]]   <= mem_inst_addr[16:8];
                data[mem_inst_addr[7:1]]  <= mem_inst[15 : 0];
                if (mem_inst[1 : 0] == 2'b11) begin
                    valid[tmp_mem_inst_addr[7:1]] <= 1'b1;
                    tag[tmp_mem_inst_addr[7:1]]   <= tmp_mem_inst_addr[16:8];
                    data[tmp_mem_inst_addr[7:1]]  <= mem_inst[31 : 16];
                end
            end
        end
    end
endmodule
```
**./run.sh**
```bash
#!/bin/bash
# OpenROAD 26Q1-2900-gdf79404cd8, Yosys 0.63+post, stock flow scripts
make -C /OpenROAD-flow-scripts/flow DESIGN_CONFIG=/design/flow/config.mk WORK_HOME=/design/flow/orfs finish
```
==> results.cfg <==
; generated from flow reports
[cts]
clockBufferDepth = 4
cts_sinks = 3328
numCtsBuffers = 376
post_cts_buffers = 0
cts_root_buffer = clkbuf_16
tritoncts = yes
cts_hold_buf = 0
cts.clk_slew.worst_paths_ps = 50
htree_levels = 5
clock_latency_ps = 990
cts_resized = 0

[die]
chipWidth_um = 689
die_height_um = 689
io_pins = 136
rows = 251
coreArea_mm2 = 0.469
die-area_mm2 = 0.475
core_util_floorplan = 0.403

[cells_and_area]
syn_to_final_growth_pct = 11.1
flop_area_mm2 = 0.0987
drive_gt1_frac = 0.290
nFillCells = 39492
lay_top_count = edfxtp_1
combGateArea_mm2 = 0.0830
layout_top_cells = 3,200 x edfxtp_1, 2,691 x a22o_1, 1,858 x mux4_2

[pwr]
ir_worst_vdd_v = 0.0000193
power.internal_mw = 3.19
swShare = 0.282
power_density_mw_per_mm2 = 21.2
p_clk_frac = 0.385
p_sw_mw = 1.25
p_leak_nw = 68.6
pwr-share-comb = 0.160
seqPwrFrac = 0.455

[timing]
slew_headroom = 0.136
post-route-period-util = 0.511
fmax_ghz = 0.0243
fin_skew_ps = 0
setup_slack_ps = 39390
tightest_slew_ps = 1280
fin_setup_tns_ps = 0
fin_crit_ps = 41210
slew_violations = 0
rsz0062_at_grt = no
finalSetupViolations = 0
hold_viol_final = 0

[critical_path]
critPathLaunchType = primary input
reg2regPathDepth = 2
worstSetupPathDepth = 17
crit_path_cell_trace = buf_16 -> buf_4 -> buf_4 -> buf_12 -> buf_4 -> buf_4 -> mux4_2 -> o21ai_0 -> o311ai_0 -> or4_1 -> a221oi_1 -> nand4_1 -> a2111o_1 -> buf_4 -> nand4b_4 -> a21oi_1 -> clkdlybuf4s50_1
crit_fanout = 73
path_common_cell = buf_4
crit_type = in2out
slowest_stage = a21oi_1
crit_required_ps = 64480
worstPathArrival_ps = 25090
path_delay_family = buffers and inverters
max_stage_delay_ps = 840
cp-end-kind = output port
critPathBufInv = 8

[synthesis]
ff_type = edfxtp_1
ys_seq_frac = 0.523
synth_cell_types = 82
synth-seq-cells = 3328
avgSynthCellArea_um2 = 15.0
synthArstFlopShare = 0
syn_inst = 12620
netlist_area_mm2 = 0.189
yosysCellCount = 12620
yosys_warnings = 1
enable_flop_cells = 3200
yosys_area_mm2 = 0.189

[hold_path]
min_path_cells = 2
hold_class = reg2reg

[detailed_routing]
dr.pass1.iters = 8
wl_per_cell_um = 45.6
post-route-drc-count = 0
vias = 133102
routed_wl_mm = 856
drt_iter0_drc = 11257
antenna_left = 0
avgViaCountPerCell = 7.09

[grt]
grt_pass1_vias = 139990
grt_max_degree = 82
grt_pass1_wl_mm = 1160
grt_antenna_before_repair = 109
grtUsageTotal = 0.390
grt-ovfl-total = 0

[place]
dp_slack_ps = 39610
gp_congestion = 1.06
hpwl_mm = 559
port_buffers = 103

[status]
status = finished, final reports clean

[flow_run]
warnings = 58
maxCapViolCount = 0
area by class of cell:
| cell class | instances | share of cell area |
|---|---|---|
| Antenna cell | 133 | 0.00159 |
| Clock buffer | 477 | 0.0477 |
| Clock inverter | 213 | 0.00960 |
| Inverter | 136 | 0.00251 |
| Multi-Input combinational cell | 7368 | 0.396 |
| Sequential cell | 3328 | 0.471 |
| Tap cell | 6198 | 0.0370 |
| Timing Repair Buffer | 931 | 0.0350 |
tightest hold or removal path, cell delays in order (launching register included):
cell and delay, ps:
dfxtp_1 310, inv_1 50, o21ai_0 60
state kept, by name (all words and copies together) (netlist names):
signal and cells:
tag 1152, data 2048, valid 128
Yosys cell counts, types with 128 or more instances:
cell type / number / share of area
mux2i_1: 311 / 0.016
nand2_1: 461 / 0.0092
clkbuf_1: 1344 / 0.027
o21ai_0: 184 / 0.0049
nor2_1: 465 / 0.0092
mux4_2: 1858 / 0.22
nor2b_1: 517 / 0.017
nand3_1: 197 / 0.0052
edfxtp_1: 3200 / 0.51
buf_2: 284 / 0.0075
or3_1: 136 / 0.0045
inv_1: 135 / 0.0027
a22o_1: 2691 / 0.12
dfxtp_1: 128 / 0.014
power groups by stage:
stage | clock network, mW | registers, mW | logic (mW)
finish | 1.71 | 2.02 | 0.710
global route | 1.78 | 2.03 | 0.719
CTS | 1.72 | 2.02 | 0.678
final timing paths:
kind	start	end	slack [ps]
worst max-delay path	fet_pc[1]	icache_inst[16]	39390
worst min register to register	valid[90]	valid[90]	460
worst max register to register	valid[121]	valid[121]	79930
worst min-delay path	valid[90]	valid[90]	460
through the flow:
| step | util | hold slack [ps] | cell area (µm²) | power, mW | cells |
|---|---|---|---|---|---|
| after detailed placement | 0.421 | 455 | 197000 | 2.73 | 17961 |
| after global placement | 0.421 | 448 | 197000 | 2.72 | 17961 |
| after floorplan | - | 437 | 189000 | 2.42 | 12620 |
| after CTS | 0.447 | 466 | 209000 | 4.41 | 18651 |
| final | 0.447 | 464 | 210000 | 4.44 | 18784 |
| after global routing | 0.447 | 483 | 210000 | 4.52 | 18738 |
cell families after synthesis:
| group | synth area share |
|---|---|
| AND-OR/OR-AND | 0.143 |
| XOR/XNOR | 0.00217 |
| adder cells (fa/ha/maj) | 0.000133 |
| buffers and inverters | 0.0424 |
| flip-flops | 0.523 |
| multiplexers | 0.239 |
| AND/OR/NAND/NOR | 0.0503 |
metal layers:
metal	vias up	GRT usage	wire, µm
met5	-	0.128	6720
li1	51637	-	-
met1	66656	0.402	246000
met4	164	0.205	60700
met2	12281	0.516	361000
met3	2364	0.355	182000
Power figures rest on the tool's default switching activity, not on a simulated workload.
