$ cat design/flow/design.v
module reorder_buffer (
    input wire clk,
    input wire rst,
    input wire rdy,
    input wire flush,
    input wire stall,
    input wire                           alu_ready,
    input wire [          32 - 1 : 0] alu_res,
    input wire [4 - 1 : 0] alu_id,      
    input wire                          dec_ready,
    input wire [6 - 1 : 0] dec_op,
    input wire                          dec_jump_pred,
    input wire [5 - 1 : 0] dec_rd,
    input wire [         32 - 1 : 0] dec_imm,
    input wire [         32 - 1 : 0] dec_inst_addr,
    input wire                          dec_c_extension,
    input wire [  3 - 1 : 0] lsb_tail_id,
    input wire                             lsb_cur_empty,
    input wire [   6 - 1 : 0] lsb_cur_front_op,
    input wire [  4 - 1 : 0] lsb_cur_front_id,
    input wire [5 - 1 : 0] lsb_cur_front_Q1,
    input wire [            32 - 1 : 0] lsb_cur_front_V1,
    input wire [5 - 1 : 0] lsb_cur_front_Q2,
    input wire [            32 - 1 : 0] lsb_cur_front_V2,
    input wire                           mem_data_ready,
    input wire [          32 - 1 : 0] mem_data,
    input wire [4 - 1 : 0] mem_id,
    input wire [5 - 1 : 0] rf_dep1,   
    input wire [5 - 1 : 0] rf_dep2,   
    input wire [4 - 1 : 0] rs_remove_id,   
    output wire                           rob_full,
    output wire                           rob_Q1_ready,          
    output wire [          32 - 1 : 0] rob_Q1_val,            
    output wire                           rob_Q2_ready,          
    output wire [          32 - 1 : 0] rob_Q2_val,            
    output wire [ 6 - 1 : 0] rob_rs_remove_op,      
    output reg  [4 - 1 : 0] rob_head_id,           
    output reg  [4 - 1 : 0] rob_tail_id,
    output reg                            rob_flush,
    output reg  [          32 - 1 : 0] rob_correct_pc,        
    output reg                            rob_bp_enable,         
    output reg  [          32 - 1 : 0] rob_bp_inst_addr,      
    output reg                            rob_bp_jump,           
    output reg                            rob_bp_correct,        
    output reg                            rob_lsb_store_ready,   
    output reg  [3 - 1 : 0] rob_lsb_store_id,      
    output reg                            rob_rf_enable,         
    output reg  [ 5 - 1 : 0] rob_rf_rd,             
    output reg  [          32 - 1 : 0] rob_rf_val             
);
    integer                           i;
    reg     [ 6 - 1 : 0] op                      [16 - 1 : 0];
    reg     [ 5 - 1 : 0] rd                      [16 - 1 : 0];
    reg     [          32 - 1 : 0] val                     [16 - 1 : 0];
    reg     [          32 - 1 : 0] addr                    [16 - 1 : 0];   
    reg                               ready                   [16 - 1 : 0];
    reg                               jump_pred               [16 - 1 : 0];
    reg     [          32 - 1 : 0] inst_addr               [16 - 1 : 0];
    reg                               c_extension             [16 - 1 : 0];
    reg     [3 - 1 : 0] lsb_id                  [16 - 1 : 0];
    wire                              tmp_rob_empty;
    wire                              tmp_lsb_cur_front_store;
    wire                              tmp_rob_front_store;
    wire                              tmp_rob_front_branch;
    wire                              tmp_commit;
    wire                              tmp_flush;
    wire    [          32 - 1 : 0] tmp_correct_pc;
    assign rob_full                = (rob_head_id == rob_tail_id + 4'b1);
    assign rob_Q1_ready            = (&rf_dep1 ? 1'b0 : ready[rf_dep1[4-1 : 0]]);
    assign rob_Q1_val              = (&rf_dep1 ? 32'b0 : val[rf_dep1[4-1 : 0]]);
    assign rob_Q2_ready            = (&rf_dep2 ? 1'b0 : ready[rf_dep2[4-1 : 0]]);
    assign rob_Q2_val              = (&rf_dep2 ? 32'b0 : val[rf_dep2[4-1 : 0]]);
    assign rob_rs_remove_op        = op[rs_remove_id];
    assign tmp_rob_empty           = (rob_head_id == rob_tail_id);
    assign tmp_lsb_cur_front_store = (!lsb_cur_empty && (lsb_cur_front_op == 6'd15 || lsb_cur_front_op == 6'd16 || lsb_cur_front_op == 6'd17));
    assign tmp_rob_front_store     = (!tmp_rob_empty && (op[rob_head_id] == 6'd15 || op[rob_head_id] == 6'd16 || op[rob_head_id] == 6'd17));
    assign tmp_rob_front_branch    = (!tmp_rob_empty && (op[rob_head_id] == 6'd4 || op[rob_head_id] == 6'd5 || op[rob_head_id] == 6'd6 || op[rob_head_id] == 6'd8 || op[rob_head_id] == 6'd7 || op[rob_head_id] == 6'd9));
    assign tmp_commit              = (!tmp_rob_empty && ready[rob_head_id]);
    assign tmp_flush               = (tmp_rob_front_branch ? jump_pred[rob_head_id] != val[rob_head_id][0 : 0] : op[rob_head_id] == 6'd3);
    assign tmp_correct_pc          = (tmp_rob_front_branch ? (val[rob_head_id] ? addr[rob_head_id] : inst_addr[rob_head_id] + (c_extension[rob_head_id] ? 32'd2 : 32'd4)) : addr[rob_head_id]);
    always @(posedge clk) begin
        if (rst) begin
            rob_head_id         <= 4'b0;
            rob_tail_id         <= 4'b0;
            rob_flush           <= 1'b0;
            rob_correct_pc      <= 32'b0;
            rob_bp_enable       <= 1'b0;
            rob_bp_inst_addr    <= 32'b0;
            rob_bp_jump         <= 1'b0;
            rob_bp_correct      <= 1'b0;
            rob_lsb_store_ready <= 1'b0;
            rob_lsb_store_id    <= 3'b0;
            rob_rf_enable       <= 1'b0;
            rob_rf_rd           <= 5'b0;
            rob_rf_val          <= 32'b0;
            for (i = 0; i < 16; i = i + 1) begin
                op[i]          <= 6'b0;
                rd[i]          <= 5'b0;
                val[i]         <= 32'b0;
                addr[i]        <= 32'b0;
                ready[i]       <= 1'b0;
                jump_pred[i]   <= 1'b0;
                inst_addr[i]   <= 32'b0;
                c_extension[i] <= 1'b0;
            end
        end else if (rdy) begin
            if (flush) begin
                rob_tail_id   <= rob_head_id;
                rob_rf_enable <= 1'b0;
                rob_flush     <= 1'b0;
            end else begin
                if (!stall && dec_ready) begin
                    op[rob_tail_id]          <= dec_op;
                    jump_pred[rob_tail_id]   <= dec_jump_pred;
                    rd[rob_tail_id]          <= dec_rd;
                    inst_addr[rob_tail_id]   <= dec_inst_addr;
                    c_extension[rob_tail_id] <= dec_c_extension;
                    lsb_id[rob_tail_id]      <= lsb_tail_id;
                    case (dec_op)
                        6'd0: begin
                            ready[rob_tail_id] <= 1'b1;
                            val[rob_tail_id]   <= dec_imm;
                            addr[rob_tail_id]  <= 32'b0;
                        end
                        6'd1: begin
                            ready[rob_tail_id] <= 1'b1;
                            val[rob_tail_id]   <= dec_inst_addr + dec_imm;
                            addr[rob_tail_id]  <= 32'b0;
                        end
                        6'd2: begin
                            ready[rob_tail_id] <= 1'b1;
                            val[rob_tail_id]   <= dec_inst_addr + (dec_c_extension ? 32'd2 : 32'd4);
                            addr[rob_tail_id]  <= 32'b0;
                        end
                        6'd3: begin
                            ready[rob_tail_id] <= 1'b0;
                            val[rob_tail_id]   <= dec_inst_addr + (dec_c_extension ? 32'd2 : 32'd4);
                            addr[rob_tail_id]  <= 32'b0;
                        end
                        6'd4, 6'd5, 6'd6, 6'd8, 6'd7, 6'd9: begin
                            ready[rob_tail_id] <= 1'b0;
                            val[rob_tail_id]   <= 32'b0;
                            addr[rob_tail_id]  <= dec_inst_addr + dec_imm;
                        end
                        default: begin
                            ready[rob_tail_id] <= 1'b0;
                            val[rob_tail_id]   <= 32'b0;
                            addr[rob_tail_id]  <= 32'b0;
                        end
                    endcase
                    rob_tail_id <= rob_tail_id + 4'b1;
                end
                if (mem_data_ready) begin
                    val[mem_id]   <= mem_data;
                    ready[mem_id] <= 1'b1;
                end
                if (alu_ready) begin
                    if (op[alu_id] == 6'd3) begin
                        addr[alu_id] <= alu_res;
                    end else begin
                        val[alu_id] <= alu_res;
                    end
                    ready[alu_id] <= 1'b1;
                end
                if (tmp_lsb_cur_front_store && &lsb_cur_front_Q1 && &lsb_cur_front_Q2) begin   
                    addr[lsb_cur_front_id]  <= lsb_cur_front_V1;
                    val[lsb_cur_front_id]   <= lsb_cur_front_V2;
                    ready[lsb_cur_front_id] <= 1'b1;
                end
                if (!tmp_commit || tmp_rob_front_branch || tmp_rob_front_store) begin
                    rob_rf_enable <= 1'b0;
                end else begin
                    rob_rf_enable <= 1'b1;
                    rob_rf_rd     <= rd[rob_head_id];
                    rob_rf_val    <= val[rob_head_id];
                end
                if (tmp_commit && tmp_rob_front_store) begin
                    rob_lsb_store_ready <= 1'b1;
                    rob_lsb_store_id    <= lsb_id[rob_head_id];
                end else begin
                    rob_lsb_store_ready <= 1'b0;
                end
                if (tmp_commit) begin
                    rob_flush      <= tmp_flush;
                    rob_correct_pc <= tmp_correct_pc;
                    rob_head_id    <= rob_head_id + 4'b1;
                end else begin
                    rob_flush <= 1'b0;
                end
                if (tmp_commit && tmp_rob_front_branch) begin
                    rob_bp_enable    <= 1'b1;
                    rob_bp_inst_addr <= inst_addr[rob_head_id];
                    rob_bp_jump      <= val[rob_head_id][0];
                    rob_bp_correct   <= !tmp_flush;
                end else begin
                    rob_bp_enable <= 1'b0;
                end
            end
        end
    end
endmodule
$ cat design/flow/run.sh
#!/bin/bash
# OpenROAD 26Q1-2900-gdf79404cd8, Yosys 0.63+post, stock flow scripts
make -C /OpenROAD-flow-scripts/flow DESIGN_CONFIG=/design/flow/config.mk WORK_HOME=/design/flow/orfs finish
$ cat design/flow/config.mk
export PLATFORM = sky130hd
export DESIGN_NAME = reorder_buffer
export DESIGN_NICKNAME = reorder_buffer
export VERILOG_FILES = /design/flow/design.v
export SDC_FILE = /design/flow/constraint.sdc
export NUM_CORES = 4
export LEC_CHECK = 1
export CORE_UTILIZATION = 30
$ cat design/flow/constraint.sdc
current_design reorder_buffer

set clk_period 36.4
set clk_io_pct 0.2

create_clock -name clk0 -period $clk_period [get_ports {clk}]

set non_clock_inputs [all_inputs -no_clocks]
set_input_delay [expr $clk_period * $clk_io_pct] -clock clk0 $non_clock_inputs
set_output_delay [expr $clk_period * $clk_io_pct] -clock clk0 [all_outputs]
==> Table 3: Implementation characteristics <==
Table: implementation figures

Parameter                              Value

Critical path
  Crit path cell chain    buf_8 -> buf_4 -> buf_4 -> mux4_2 -> mux4_2 -> nor2b_1 -> clkdlybuf4s50_1
  Worst setup path category    in2out
  Stage delay of the slowest cell on the critical path    0.67 ns
  Slowest stage cell, crit path    sky130_fd_sc_hd__buf_4
  R2R depth    13
  Setup slack, reg-to-reg    30.18 ns
  R2R Path End    rob_correct_pc[14]
  Critical path data required time    29.12 ns
  Nature of the critical path startpoint    input port
  Critical Path Sink Type    output pin
  Highest net fanout along the worst path    41
  Endpoint arrival time on the critical path    10.77 ns

Clock tree
  Number of clock buffers inserted by TritonCTS    216
  H-tree depth    4
  Cts repair resizes    0
  Number of buffers inserted by post-CTS setup repair    0
  Skew-Pair Late Insertion Delay    0.96 ns
  Number of clock sinks    1930
  Clock tree from TritonCTS    yes
  Number of buffers inserted for hold repair after clock tree synthesis    0
  Clk buf depth    4
  Post-CTS clock slew at the launch and capture registers of the worst setup and hold paths    0.06 ns
  Clk Tree Root Cell    sky130_fd_sc_hd__clkbuf_16

Final timing
  Worst-case clock skew    0.0910 ns
  Peak Freq    55.4 MHz
  Final slew viol count    0
  Final total negative setup slack    0 ns
  Final tally of hold violations    0
  Pin slew with the least headroom to its limit    1.06 ns
  Setup repair after global routing missed its margin    no
  Minimum period implied by the final worst setup slack    18.05 ns
  Fin crit share    0.496
  Worst-case headroom to the max-slew limit    0.295
  Number of endpoints failing setup at the final stage    0

Power and ir drop
  Peak VDD IR    0.0000431 V
  Leak Pwr    45.3 nW
  Overall power consumption    0.00534 W
  Power density over the cells    39.6 mW/mm^2

Global routing
  Most heavily used metal layer in global routing    met2
  Met1 demand-to-capacity share in global routing    0.315
  Pin count of the biggest net entering global routing    154
  First-pass GRT wire length    799000 microns
  Sum of overflow across all layers after global routing    0
  Via count of the first global-routing pass    99500
  Overall Global Routing Usage    0.311
  Met2 global-route usage    0.410
  Number of antenna violations at the first check in global routing    132
  GRT met3 Usage    0.253

Floorplan
  Core utilization at floorplan    0.301
  Number of placed I/O pins    450
  Die x size    627 microns
  Die Area    0.393 sq mm
  Number of rows created at floorplan    229
  Total core area    0.389 sq mm
  Chip Height    627 microns

Job
  Stage-log warning count    46
  Number of violations of the max-capacitance limit    0

Place
  Final weighted congestion of routability-driven global placement    1.04
  Number of I/O port buffers    449
  Detailed-placement wirelength estimate    370000 microns

Yosys
  Dominant cell type by area after synthesis    sky130_fd_sc_hd__edfxtp_1
  Post-synthesis cell area    0.117 sq mm
  Avg Cell Area, Syn    11.2 sq um
  Post-synthesis chip area from yosys    0.117 sq mm
  Sequential-to-total area share from yosys stat    0.483
  Area share, top type    0.460
  Syn Inst Count    10400
  FFs w/ async S/R, synth    0
  Dominant cells by area after synthesis    sky130_fd_sc_hd__edfxtp_1 46%, sky130_fd_sc_hd__mux4_2 18%, sky130_fd_sc_hd__o21ai_0 3.8%, sky130_fd_sc_hd__clkbuf_1 3.6%, sky130_fd_sc_hd__a221oi_1 3.2%
  Ys cells    10400
  Number of distinct standard cells referenced by the synthesized netlist    74
  Most popular library cell in the synthesized design by count    sky130_fd_sc_hd__edfxtp_1
  Count of library flops with an enable pin    1792
  List of most frequent post-synthesis cells    1792 x sky130_fd_sc_hd__edfxtp_1, 1108 x sky130_fd_sc_hd__clkbuf_1, 981 x sky130_fd_sc_hd__nand2_1, 911 x sky130_fd_sc_hd__mux4_2, 886 x sky130_fd_sc_hd__o21ai_0
  Synthesized registers    1930
  Total of warnings raised by yosys    1
  Most used DFF post-synth    sky130_fd_sc_hd__edfxtp_1

Final layout
  Share of post-route cells with drive strength above 1    0.189
  Final core area utilization    0.347
  P&R area growth vs syn    15.3%
  Layout fillers    37400

Route
  Detailed Routing Iterations Pass 1    27
  Total length of routed wires    584000 microns
  Post-DR wirelength/cell    37.2 microns
  Count of routing violations after the opening detailed-route iteration    11500
  Number of vias per cell after detailed routing    6.34
  DRC Markers    0
  Vias after detailed routing    99700
  Residual antenna-violating net count after detailed routing    0

Min path
  Origin of the worst min-delay path    rob_rf_rd[2]
  Worst hold path stage count    2
  Class of the tightest hold or removal check    reg2reg
  Destination of the worst hold path    rob_rf_rd[2]

Status
  Result of the run    finished clean
-- flip-flops by register name (all words and copies together) (netlist names), 48 cells and up, named ones only --
signal     count
val          512
addr         512
op            96
rd            80
lsb_id        48
inst_addr    512
-- cells in the final DEF (no fill, tap or decap), types with 114 or more instances in the layout --
cell type / count
sky130_fd_sc_hd__nand2_1: 958
sky130_fd_sc_hd__nor2_1: 763
sky130_fd_sc_hd__a221oi_1: 431
sky130_fd_sc_hd__buf_4: 474
sky130_fd_sc_hd__nor3_1: 570
sky130_fd_sc_hd__mux2i_1: 120
sky130_fd_sc_hd__clkbuf_16: 222
sky130_fd_sc_hd__o21ai_0: 886
sky130_fd_sc_hd__and3_1: 279
sky130_fd_sc_hd__dfxtp_1: 133
sky130_fd_sc_hd__a21oi_1: 588
sky130_fd_sc_hd__a22oi_1: 278
sky130_fd_sc_hd__diode_2: 114
sky130_fd_sc_hd__edfxtp_1: 1792
sky130_fd_sc_hd__mux4_2: 911
sky130_fd_sc_hd__and2_1: 372
sky130_fd_sc_hd__clkdlybuf4s50_1: 439
-- report_power, final --
| group | switching (W) | internal (W) | total, W |
|---|---|---|---|
| clock network | 0.000986 | 0.00129 | 0.00228 |
| registers | 0.0000397 | 0.00249 | 0.00252 |
| logic | 0.000358 | 0.000181 | 0.000539 |
-- metal layers --
metal  routed length, microns  part of all wire
met1                   172000              0.29
met4                    56800             0.097
met3                   113000              0.19
met2                   239000              0.41
met5                     2710            0.0046
-- worst max path at each step --
stage / start / cells past startpoint / end / slack [ns]
5_1_grt: rf_dep2[0] / 7 / rob_Q2_ready / 18.10
6_report: rf_dep2[0] / 7 / rob_Q2_val[15] / 18.35
4_1_cts: rf_dep2[0] / 7 / rob_Q2_val[15] / 18.32
-- area by class of cell --
type                    instances  area, sq um  share of cell area
clock buffers                 272         5880              0.0436
inverters                      47          176             0.00131
clock inverters               123         1240             0.00923
repair buffers                930         8210              0.0609
diodes                        114          285             0.00211
multi-input cells            7105        56000               0.415
flip-flops and latches       1930        56600               0.419
well taps                    5197         6500              0.0482
-- cells by family after synthesis --
family | Yosys count | share of synthesized area
simple gates | 3496 | 0.142
compound gates | 2429 | 0.130
flops | 1930 | 0.483
buf+inv | 1386 | 0.0464
mux | 1050 | 0.187
xor+xnor | 87 | 0.00663
fa+ha+maj | 43 | 0.00479
-- metrics by stage --
| step | std cells | hold WS (ns) | setup WS [ns] | cell area, sq um |
|---|---|---|---|---|
| 2_1_floorplan | 10400 | 0.407 | 19.62 | 117000 |
| 3_3_place_gp | 15200 | 0.446 | 18.34 | 128000 |
| 3_5_place_dp | 15200 | 0.447 | 18.33 | 128000 |
| 4_1_cts | 15600 | 0.460 | 18.32 | 135000 |
| 5_1_grt | 15700 | 0.484 | 18.10 | 135000 |
| 6_report | 15700 | 0.457 | 18.35 | 135000 |
-- worst max-delay path: cells and delay by family --
| family | cells | cell delay [ns] |
|---|---|---|
| buf+inv | 4 | 1.99 |
| simple gates | 1 | 0.21 |
| mux | 2 | 1.21 |
Power and IR drop assume default switching activity.
