`flow/constraint.sdc`:
```
current_design branch_predictor

set clk_period 32.3
set clk_io_pct 0.2

create_clock -name clk0 -period $clk_period [get_ports {clk}]

set non_clock_inputs [all_inputs -no_clocks]
set_input_delay [expr $clk_period * $clk_io_pct] -clock clk0 $non_clock_inputs
set_output_delay [expr $clk_period * $clk_io_pct] -clock clk0 [all_outputs]
```
`flow/run.sh`:
```
#!/bin/bash
# OpenROAD 26Q1-2900-gdf79404cd8, Yosys 0.63+post, stock flow scripts
make -C /OpenROAD-flow-scripts/flow DESIGN_CONFIG=/design/flow/config.mk WORK_HOME=/design/flow/orfs finish
```
`flow/design.v`:
```
module branch_predictor (
    input wire clk,
    input wire rst,
    input wire rdy,
    input wire flush,
    input wire [32 - 1 : 0] fet_pc,
    input wire                 rob_bp_enable,
    input wire [32 - 1 : 0] rob_bp_inst_addr,
    input wire                 rob_bp_jump,
    input wire                 rob_bp_correct,
    output wire                 bp_pred,
    output wire [32 - 1 : 0] bp_corret_cnt,   
    output wire [32 - 1 : 0] bp_total_cnt     
);
    integer         i;
    reg     [1 : 0] predictor[256 - 1 : 0];
    reg [32 - 1 : 0] tmp_total_sum;
    reg [32 - 1 : 0] tmp_correct_sum;
    assign bp_pred       = predictor[fet_pc[8 : 1]][1];
    assign bp_corret_cnt = tmp_correct_sum;
    assign bp_total_cnt  = tmp_total_sum;
    always @(posedge clk) begin
        if (rst) begin
            for (i = 0; i < 256; i = i + 1) begin
                predictor[i] <= 2'b01;
            end
        end else if (rdy && !flush && rob_bp_enable) begin
            if (predictor[rob_bp_inst_addr[8 : 1]] != 2'b11 && rob_bp_jump) begin
                predictor[rob_bp_inst_addr[8 : 1]] <= predictor[rob_bp_inst_addr[8 : 1]] + 2'b01;
            end
            if (predictor[rob_bp_inst_addr[8 : 1]] != 2'b00 && !rob_bp_jump) begin
                predictor[rob_bp_inst_addr[8 : 1]] <= predictor[rob_bp_inst_addr[8 : 1]] - 2'b01;
            end
        end
    end
endmodule
```
`flow/config.mk`:
```
export PLATFORM = sky130hd
export DESIGN_NAME = branch_predictor
export DESIGN_NICKNAME = branch_predictor
export VERILOG_FILES = /design/flow/design.v
export SDC_FILE = /design/flow/constraint.sdc
export NUM_CORES = 4
export LEC_CHECK = 1
export CORE_UTILIZATION = 40
```
==> impl_metrics.json <==
{
  "area_growth_pct": 8.35,
  "arrival_ps": 10700,
  "skew_ps": 18.6,
  "drt_iter0_drc": 1435,
  "path_clk_slew_ps": 60,
  "post-cts-setup-buffer-count": 0,
  "grt_usage": 0.279,
  "p_sw_frac": 0.254,
  "yosys_warnings": 65,
  "initial_utilization": 0.406,
  "io_pins": 136,
  "cts_resized": 0,
  "status": "finished clean",
  "startpoint_type": "input port",
  "wirelength_um": 90500,
  "drc": 0,
  "grt_pass1_vias": 19531,
  "cts_buffers": 55,
  "ir_worst_vdd_mv": 0.0429,
  "p_seq_frac": 0.487,
  "gp_congestion": 0.964,
  "syn_inst": 2145,
  "warnings": 74,
  "die-area_um2": 71000,
  "logic_area_um2": 11100,
  "ff_type": "edfxtp_1",
  "place_inst": 2918,
  "power.switching_uw": 390,
  "worstSetupPathType": "in -> out",
  "layout-drive-gt1-share": 0.195,
  "regArea_um2": 15400,
  "hp-class": "reg -> reg",
  "viasPerCell": 6.21,
  "fp.coreArea_um2": 68800,
  "nFillCells": 6019,
  "fin_cells": 3020,
  "clkPwrFrac": 0.397,
  "grt_max_degree": 89,
  "die_w_um": 266,
  "cts.sinks": 512,
  "grt_pass1_wl_um": 131000,
  "rsz0062_at_grt": "false",
  "dr.pass1.iters": 6,
  "reg_top3": "predictor (512)",
  "antenna_found_initial": 2,
  "port_buffers": 22,
  "ctsHoldBuffers": 0,
  "synth_flops": 512,
  "power_frac_comb": 0.116,
  "hold_viol_final": 0,
  "ys_seq_frac": 0.550,
  "fmax_ghz": 0.0583,
  "drv_cap": 0,
  "die_height_um": 266,
  "p_leak_nw": 9.99,
  "setup.worst_path.end_class": "output pin",
  "largest_register_ffs": 512,
  "edf_count": 512,
  "grt-ovfl-total": 0,
  "hpwl_um": 56500,
  "ys_cells": 2145,
  "worst_slew_pin_slew_ps": 978,
  "rows": 96,
  "root_buffer": "clkbuf_16",
  "finalClockPeriodUsage": 0.531,
  "async_flop_share": 0,
  "p_per_area_nw_per_um2": 50.6,
  "syn_area_per_cell_um2": 13.0,
  "finalCriticalPeriod_ps": 17160,
  "clock_path_buffers": 3,
  "setup_viol": 0,
  "vias": 18765,
  "internal-power_mw": 1.14,
  "layout_top_cells": "edfxtp_1, nand2_1, nor3_1",
  "synthesis.area_um2": 28000,
  "mostFrequentLayoutCell": "edfxtp_1",
  "crit_required_ps": 25840,
  "antenna_left": 0,
  "relSlewSlack": 0.346,
  "htreeDepth": 2,
  "top_register": "predictor",
  "worst-path-max-fanout": 31,
  "wl_per_cell_um": 30.0,
  "finalMaxSlewViolations": 0,
  "cts_tree": "built",
  "clock_latency_ps": 620,
  "synth_cell_types": 55,
  "setup_tns_ps": 0,
  "synth_chip_area_um2": 28000
}
## kinds of logic (layout without fill, tap and decap cells)
logic type / Yosys count / in the layout / share of synthesized area
buf+inv: 342 / 222 / 0.0642
flops: 512 / 512 / 0.550
mux: 257 / 257 / 0.180
compound gates: 341 / 341 / 0.0913
simple gates: 690 / 690 / 0.114
other cells: 1 / 65 / 0.000134
xor+xnor: 2 / 2 / 0.000627
## through the flow
stage	cell area, um2	setup WS [ps]	utilization	total power [mW]	hold slack [ps]
floorplan	28200	16560	-	0.884	1490
global placement	28600	15100	0.415	0.934	1790
detailed placement	28600	15080	0.415	0.935	1810
CTS	30300	15080	0.440	1.54	1830
global route	30300	14970	0.440	1.57	1930
finish	30300	15140	0.440	1.53	1840
## power by group through the flow
| stage | clock network [mW] | logic [mW] | registers [mW] |
|---|---|---|---|
| CTS | 0.616 | 0.175 | 0.748 |
| global route | 0.638 | 0.186 | 0.749 |
| finish | 0.608 | 0.178 | 0.748 |
## final cells by class
class / count / share of cell area
Multi-Input combinational cell: 1354 / 0.367
Tap cell: 931 / 0.0385
Inverter: 5 / 0.000620
Clock buffer: 71 / 0.0474
Timing Repair Buffer: 116 / 0.0306
Sequential cell: 512 / 0.507
Clock inverter: 30 / 0.00859
Antenna cell: 1 / 0.0000826
## critical path: stages
cell and delay (ps):
buf_4 550, buf_4 560, buf_4 460, mux4_2 600, mux4_2 520, mux4_2 520
mux4_2 550, clkdlybuf4s50_1 440
## layer usage
metal,GRT usage,vias up,share of wire
met4,0.0921,2,0.045
met5,0.00554,-,0.00013
met1,0.332,9261,0.33
met3,0.193,245,0.17
li1,-,7910,-
met2,0.411,1347,0.46
## cells in the mapped netlist, types with 8 or more instances
library cell  instances  area (um2)
nand3_1              21         105
o22ai_1               8        50.1
buf_6                17         191
nor2_1               32         120
a21oi_1              13        65.1
buf_1                18        67.6
a221oi_1              8        70.1
nand2_1             296        1110
a21o_1              256        1920
a22oi_1              19         143
nand2b_1              8        50.1
buf_2                79         395
o21ai_0               9        45.0
clkbuf_1            147         552
mux4_2              197        4440
mux2i_1              59         591
edfxtp_1            512       15400
nor2b_1               8        50.1
buf_4                76         571
and2_1               24         150
nor3_1              263        1320
## worst paths after layout
path                startpoint           endpoint  slack, ps  cells after the start
max                  fet_pc[1]            bp_pred      15140                      8
min          predictor[187][0]  predictor[163][1]       1840                      8
max reg2reg  predictor[110][0]   predictor[63][1]      27450                     10
min reg2reg  predictor[187][0]  predictor[163][1]       1840                      8
Power figures rest on the tool's default switching activity, not on a simulated workload.
