File: flow/run.sh
#!/bin/bash
# OpenROAD 26Q1-2900-gdf79404cd8, Yosys 0.63+post, stock flow scripts
make -C /OpenROAD-flow-scripts/flow DESIGN_CONFIG=/design/flow/config.mk WORK_HOME=/design/flow/orfs finish
File: flow/config.mk
export PLATFORM = sky130hd
export DESIGN_NAME = register_file
export DESIGN_NICKNAME = register_file
export VERILOG_FILES = /design/flow/design.v
export SDC_FILE = /design/flow/constraint.sdc
export NUM_CORES = 4
export LEC_CHECK = 1
export CORE_UTILIZATION = 30
File: flow/constraint.sdc
current_design register_file

set clk_period 13.4
set clk_io_pct 0.2

create_clock -name clk0 -period $clk_period [get_ports {clk}]

set non_clock_inputs [all_inputs -no_clocks]
set_input_delay [expr $clk_period * $clk_io_pct] -clock clk0 $non_clock_inputs
set_output_delay [expr $clk_period * $clk_io_pct] -clock clk0 [all_outputs]
File: flow/design.v
module register_file (
    input wire clk,
    input wire rst,
    input wire rdy,
    input wire flush,
    input wire stall,
    input wire                          dec_ready,
    input wire [6 - 1 : 0] dec_op,
    input wire [5 - 1 : 0] dec_rd,
    input wire [5 - 1 : 0] dec_rs1,
    input wire [5 - 1 : 0] dec_rs2,
    input wire                           rob_rf_enable,
    input wire [ 5 - 1 : 0] rob_rf_rd,
    input wire [          32 - 1 : 0] rob_rf_val,
    input wire [4 - 1 : 0] rob_head_id,
    input wire [4 - 1 : 0] rob_tail_id,
    output wire [            32 - 1 : 0] rf_val1,   
    output wire [5 - 1 : 0] rf_dep1,   
    output wire [            32 - 1 : 0] rf_val2,   
    output wire [5 - 1 : 0] rf_dep2    
);
    integer                             i;
    reg     [            32 - 1 : 0] val[32 - 1 : 0];
    reg     [5 - 1 : 0] dep[32 - 1 : 0];
    assign rf_val1 = (dec_rs1 == 5'b0 ? 32'b0 : (rob_rf_enable && rob_rf_rd == dec_rs1 ? rob_rf_val : val[dec_rs1]));
    assign rf_val2 = (dec_rs2 == 5'b0 ? 32'b0 : (rob_rf_enable && rob_rf_rd == dec_rs2 ? rob_rf_val : val[dec_rs2]));
    assign rf_dep1 = (dec_rs1 == 5'b0 || (rob_rf_enable && rob_rf_rd == dec_rs1 && rob_head_id - 4'b1 == dep[dec_rs1][4-1 : 0]) ? -5'b1 : dep[dec_rs1]);
    assign rf_dep2 = (dec_rs2 == 5'b0 || (rob_rf_enable && rob_rf_rd == dec_rs2 && rob_head_id - 4'b1 == dep[dec_rs2][4-1 : 0]) ? -5'b1 : dep[dec_rs2]);
    always @(posedge clk) begin
        if (rst) begin
            for (i = 0; i < 32; i = i + 1) begin
                val[i] <= 32'b0;
                dep[i] <= -5'b1;
            end
        end else if (rdy) begin
            if (flush) begin
                for (i = 0; i < 32; i = i + 1) begin
                    dep[i] <= -5'b1;
                end
            end else begin
                if (rob_rf_enable && rob_rf_rd != 5'b0) begin
                    val[rob_rf_rd] <= rob_rf_val;
                    if (rob_head_id - 4'b1 == dep[rob_rf_rd][4-1 : 0]) begin
                        dep[rob_rf_rd] <= -5'b1;
                    end
                end
                if (!stall && dec_ready && dec_rd != 0) begin
                    case (dec_op)
                        6'd4, 6'd5, 6'd6, 6'd7, 6'd8, 6'd15, 6'd16, 6'd17: ;
                        default: dep[dec_rd] <= {1'b0, rob_tail_id};
                    endcase
                end
            end
        end
    end
endmodule
==> node_exporter_impl.prom <==
# HELP chip_impl_metric Implementation results
# TYPE chip_impl_metric gauge
chip_impl_metric{name="area_growth",unit="%"} 13.8
chip_impl_metric{name="critPathRequiredTime",unit="ns"} 10.72
chip_impl_info{name="timing.setup.critical_path_class",value="in -> out"} 1
chip_impl_metric{name="ys_sh_mux",unit="%"} 26.5
chip_impl_metric{name="wl_per_cell",unit="um"} 32.6
chip_impl_metric{name="core-area",unit="mm^2"} 0.217
chip_impl_metric{name="worst_ir_drop_vdd",unit="V"} 0.000126
chip_impl_metric{name="fp-utilization",unit="%"} 30.2
chip_impl_metric{name="globalRoute.totalOverflow",unit=""} 0
chip_impl_metric{name="synthesis.area_per_instance",unit="um^2"} 15.2
chip_impl_metric{name="n_fill_cell",unit=""} 20300
chip_impl_info{name="run_status",value="completed"} 1
chip_impl_metric{name="grt_antenna_before_repair",unit=""} 13
chip_impl_metric{name="cts_setup_buffers",unit=""} 0
chip_impl_metric{name="synth-edff-count",unit=""} 1152
chip_impl_metric{name="insertion_delay_late_pin",unit="ns"} 0.77
chip_impl_info{name="rsz0062_at_grt",value="false"} 1
chip_impl_info{name="holdCritPathClass",value="reg -> reg"} 1
chip_impl_info{name="crit_path_cell_trace",value="buf_8, buf_12, buf_4, mux4_2, mux4_2, a21oi_1, a211oi_1, buf_4, clkdlybuf4s50_1"} 1
chip_impl_metric{name="placed_cells",unit=""} 7108
chip_impl_metric{name="ys_cells",unit=""} 4321
chip_impl_metric{name="routed-wl-met2",unit="um"} 112000
chip_impl_metric{name="timing.critical_path.fanout_max",unit=""} 66
chip_impl_info{name="top_layer",value="met5"} 1
chip_impl_metric{name="fmax",unit="MHz"} 107
chip_impl_metric{name="port_buffers",unit=""} 146
chip_impl_metric{name="area.combinational",unit="mm^2"} 0.0290
chip_impl_info{name="largest_area_cell",value="sky130_fd_sc_hd__edfxtp_1"} 1
chip_impl_metric{name="grt_start_max_net_pins",unit=""} 84
chip_impl_metric{name="period_used_share",unit="%"} 69.6
chip_impl_metric{name="cp.arrival",unit="ns"} 6.64
chip_impl_metric{name="wl_met1",unit="um"} 73700
chip_impl_metric{name="p_seq_share",unit="%"} 48.6
chip_impl_metric{name="tool_warnings",unit=""} 26
chip_impl_metric{name="timing.critical_path.slowest_cell_delay",unit="ns"} 0.60
chip_impl_info{name="crit_path_start_kind",value="input pin"} 1
chip_impl_metric{name="final_weighted_congestion_in_routability_driven_placement",unit=""} 0.964
chip_impl_metric{name="holdBufCountCts",unit=""} 0
chip_impl_metric{name="drt_pre_antenna_iters",unit=""} 6
chip_impl_info{name="netlist_top_cells_area",value="sky130_fd_sc_hd__edfxtp_1, sky130_fd_sc_hd__mux4_2, sky130_fd_sc_hd__and2_1"} 1
chip_impl_metric{name="cellPowerDensity",unit="mW/mm^2"} 120
chip_impl_metric{name="final.setup_skew",unit="ns"} 0.0406
chip_impl_metric{name="h-tree-depth",unit=""} 3
chip_impl_metric{name="die_width",unit="um"} 470
chip_impl_info{name="clockRootBuffer",value="sky130_fd_sc_hd__clkbuf_16"} 1
chip_impl_metric{name="path_buffers",unit=""} 5
chip_impl_info{name="endpoint_kind",value="output pin"} 1
chip_impl_metric{name="post_synth_xor_area_fraction",unit="%"} 0.280
chip_impl_info{name="netlist_logic_family_top",value="multiplexers"} 1
chip_impl_metric{name="drt_iter0_drc",unit=""} 2879
chip_impl_metric{name="area.sequential",unit="mm^2"} 0.0352
chip_impl_metric{name="cts_clock_pin_slew_for_the_worst_setup_and_hold_paths",unit="ns"} 0.06
chip_impl_metric{name="cts_repair_resizes",unit=""} 0
chip_impl_metric{name="yosys.area.top_type_share",unit="%"} 52.6
chip_impl_metric{name="yosys.area_share.simple",unit="%"} 13.5
chip_impl_metric{name="finalInstanceArea",unit="mm^2"} 0.0748
chip_impl_metric{name="power.leakage",unit="nW"} 24.9
chip_impl_metric{name="met3_wirelength",unit="um"} 40600
chip_impl_metric{name="global_route.usage.total",unit="%"} 23.1
chip_impl_metric{name="worstMarginPinSlew",unit="ns"} 1.03
chip_impl_metric{name="first_global_vias",unit=""} 43800
chip_impl_metric{name="post-route-drc-count",unit=""} 0
chip_impl_metric{name="report.final.setup_viol",unit=""} 0
chip_impl_metric{name="slew_limit_fails",unit=""} 0
chip_impl_metric{name="p_sw_share",unit="%"} 25.4
chip_impl_metric{name="number_of_synthesized_register_bits",unit=""} 1184
chip_impl_metric{name="die_h",unit="um"} 470
chip_impl_metric{name="hold_viol_final",unit=""} 0
chip_impl_metric{name="synth-seq-area-share",unit="%"} 53.6
chip_impl_metric{name="ys_sh_aoi",unit="%"} 3.21
chip_impl_metric{name="top_level_ports",unit=""} 147
chip_impl_info{name="crit_family",value="buffers and inverters"} 1
chip_impl_metric{name="p_comb_share",unit="%"} 13.8
chip_impl_metric{name="routed_via_density",unit=""} 5.55
chip_impl_metric{name="mappedNetlistArea",unit="mm^2"} 0.0657
chip_impl_metric{name="dieArea",unit="mm^2"} 0.221
chip_impl_metric{name="rows",unit=""} 171
chip_impl_metric{name="asyncSetResetFlopFracSynth",unit="%"} 0
chip_impl_metric{name="layout-drive-gt1-share",unit="%"} 27.9
chip_impl_info{name="slowest_stage",value="sky130_fd_sc_hd__buf_4"} 1
chip_impl_metric{name="routed_vias",unit=""} 40700
chip_impl_info{name="cts_tree",value="built"} 1
chip_impl_metric{name="cts_inserted_buffers",unit=""} 119
chip_impl_metric{name="fin_cells",unit=""} 7337
chip_impl_metric{name="switchingPower",unit="mW"} 2.28
chip_impl_metric{name="ys_area",unit="mm^2"} 0.0657
chip_impl_metric{name="detail-route-antenna-nets",unit=""} 0
chip_impl_metric{name="wire_length_of_the_first_global_routing_pass",unit="um"} 336000
chip_impl_metric{name="finalHoldWorstSlack",unit="ns"} 0.471
chip_impl_metric{name="buffer_depth_of_the_longest_clock_path",unit=""} 3
chip_impl_metric{name="int_pwr",unit="mW"} 6.68
chip_impl_metric{name="clock_sinks",unit=""} 1184
chip_impl_metric{name="drt_wl_total",unit="um"} 239000
chip_impl_metric{name="layout_min_cycle_time",unit="ns"} 9.32
chip_impl_metric{name="maxCapViolCount",unit=""} 0
chip_impl_metric{name="post-dp-hpwl",unit="um"} 143000
chip_impl_metric{name="totalNegativeSetupSlack",unit="ns"} 0
chip_impl_metric{name="post_synth_inst_count",unit=""} 4321
chip_impl_metric{name="clockPowerShare",unit="%"} 37.5
chip_impl_metric{name="netlist-cell-type-count",unit=""} 65
chip_impl_metric{name="timing.slew.headroom",unit="%"} 30.8
chip_impl_info{name="flop_cell",value="sky130_fd_sc_hd__edfxtp_1"} 1
chip_impl_metric{name="post_synth_fa_ha_maj_area_fraction",unit="%"} 0.0190
chip_impl_metric{name="ys_warn_count",unit=""} 1
chip_impl_metric{name="total_placed_instance_area",unit="mm^2"} 0.0710
final timing paths:
path | endpoint | slack [ns] | cells after the start | start
worst min-delay path | dep[0][4] | 0.47 | 1 | dep[0][4]
worst max-delay path | rf_val1[10] | 4.08 | 9 | dec_rs1[0]
worst max register to register | dep[29][0] | 10.32 | 8 | dep[18][2]
worst min register to register | dep[0][4] | 0.47 | 1 | dep[0][4]
power groups by stage:
stage                 clock network [mW]  registers (mW)  logic, mW
final                               3.36            4.36       1.24
after global routing                3.53            4.38       1.29
after CTS                           3.41            4.36       1.24
state kept, by name, indices dropped and copies added (netlist names):
| name | cells |
|---|---|
| dep | 160 |
| val | 1024 |
cells by family (layout without fill, tap and decap cells):
family,count (synthesis),count (layout)
AND/OR/NAND/NOR,1489,1489
flip-flops,1184,1184
multiplexers,879,879
buffers and inverters,457,579
AND-OR/OR-AND,288,288
XOR/XNOR,21,21
other,2,42
adder cells (fa/ha/maj),1,1
through the flow:
step / total power, mW / setup WS [ns] / utilization (%)
2_1_floorplan: 5.10 / 5.94 / -
3_3_place_gp: 5.66 / 3.89 / 32.6
3_5_place_dp: 5.67 / 3.88 / 32.6
4_1_cts: 9.01 / 3.86 / 34.4
5_1_grt: 9.20 / 3.84 / 34.4
6_report: 8.96 / 4.08 / 34.4
layer usage:
layer / vias to the layer above / track usage (%)
met5: - / 0.973
met4: 14 / 9.38
met3: 576 / 16.7
met2: 2972 / 35.1
met1: 20300 / 24.4
li1: 16800 / -
cell type report:
| type | count | share of cell area [%] |
|---|---|---|
| Tap cell | 2854 | 4.77 |
| Multi-Input combinational cell | 2714 | 38.8 |
| Timing Repair Buffer | 348 | 4.15 |
| Antenna cell | 6 | 0.0201 |
| Inverter | 8 | 0.0418 |
| Clock inverter | 73 | 0.975 |
| Clock buffer | 150 | 4.14 |
| Sequential cell | 1184 | 47.1 |
Yosys cell counts (5+ instances only):
library cell	instances
sky130_fd_sc_hd__a211o_1	5
sky130_fd_sc_hd__a211oi_1	95
sky130_fd_sc_hd__a21o_1	58
sky130_fd_sc_hd__a21oi_1	25
sky130_fd_sc_hd__a22o_1	5
sky130_fd_sc_hd__a22oi_1	8
sky130_fd_sc_hd__a31o_1	30
sky130_fd_sc_hd__and2_1	996
sky130_fd_sc_hd__buf_1	49
sky130_fd_sc_hd__buf_2	61
sky130_fd_sc_hd__buf_4	11
sky130_fd_sc_hd__buf_6	8
sky130_fd_sc_hd__clkbuf_1	320
sky130_fd_sc_hd__dfxtp_1	32
sky130_fd_sc_hd__edfxtp_1	1152
sky130_fd_sc_hd__inv_1	6
sky130_fd_sc_hd__mux2i_1	191
sky130_fd_sc_hd__mux4_2	686
sky130_fd_sc_hd__nand2_1	73
sky130_fd_sc_hd__nand2b_1	24
sky130_fd_sc_hd__nand3_1	13
sky130_fd_sc_hd__nand3b_1	10
sky130_fd_sc_hd__nand4_1	6
sky130_fd_sc_hd__nand4b_1	6
sky130_fd_sc_hd__nor2_1	144
sky130_fd_sc_hd__nor2b_1	25
sky130_fd_sc_hd__nor3_1	6
sky130_fd_sc_hd__nor3b_1	5
sky130_fd_sc_hd__nor4_1	10
sky130_fd_sc_hd__o211ai_1	6
sky130_fd_sc_hd__o21ai_0	7
sky130_fd_sc_hd__o22ai_1	35
sky130_fd_sc_hd__or2_2	143
sky130_fd_sc_hd__xnor2_1	12
sky130_fd_sc_hd__xor2_1	9
cells in the final DEF (no fill, tap or decap), drive strengths merged, types with 9 or more instances in the layout:
cell | netlist | layout
edfxtp | 1152 | 1152
and2 | 997 | 997
mux4 | 686 | 686
buf | 129 | 212
mux2i | 191 | 191
clkbuf | 320 | 151
nor2 | 144 | 144
or2 | 143 | 143
clkdlybuf4s50 | 0 | 135
a211oi | 95 | 95
nand2 | 73 | 73
a21o | 58 | 58
clkinv | 2 | 53
conb | 2 | 36
o22ai | 36 | 36
dfxtp | 32 | 32
a31o | 30 | 30
nor2b | 25 | 25
a21oi | 25 | 25
nand2b | 24 | 24
nand3 | 13 | 13
xnor2 | 12 | 12
bufinv | 0 | 12
nor4 | 11 | 11
inv | 6 | 11
nand3b | 10 | 10
xor2 | 9 | 9
Power and IR drop assume default switching activity.
