==> flow/design.v <==
module memory_controller (
    input wire clk,
    input wire rst,
    input wire rdy,
    input wire flush,
    input wire stall,
    input wire io_buffer_full,
    input wire                 fet_mem_enable,
    input wire [32 - 1 : 0] fet_pc,
    input wire                           lsb_mem_enable,
    input wire [ 6 - 1 : 0] lsb_mem_op,
    input wire [          32 - 1 : 0] lsb_mem_addr,
    input wire [          32 - 1 : 0] lsb_mem_data,
    input wire [4 - 1 : 0] lsb_mem_id,
    input wire [7 : 0] ram_data,
    output wire                           mem_busy,
    output wire                           mem_fet_busy,     
    output wire [          32 - 1 : 0] mem_inst,         
    output wire [          32 - 1 : 0] mem_data,         
    output reg                            mem_inst_ready,   
    output reg  [          32 - 1 : 0] mem_inst_addr,    
    output reg                            mem_data_ready,   
    output reg  [4 - 1 : 0] mem_id,           
    output reg  [                  7 : 0] mem_ram_data,     
    output reg  [          32 - 1 : 0] mem_ram_addr,     
    output reg                            mem_ram_wr        
);
    localparam STATE_WORD = 2'b11;
    localparam STATE_HALF = 2'b01;
    localparam STATE_BYTE = 2'b00;
    wire                           tmp_io;
    wire                           tmp_lsb_load_enable;
    wire                           tmp_lsb_store_enable;
    wire                           tmp_mem_inst_ready;
    wire [          32 - 1 : 0] tmp_cur_load_res;
    reg                            tmp_busy;
    reg  [          32 - 1 : 0] tmp_mem_inst;
    reg                            tmp_load_inst;
    reg  [          32 - 1 : 0] tmp_inst_addr;
    reg                            tmp_load_data;
    reg                            tmp_store_data;
    reg  [          32 - 1 : 0] tmp_addr;
    reg  [          32 - 1 : 0] tmp_data;
    reg  [4 - 1 : 0] tmp_id;
    reg                            tmp_unsigned;
    reg  [                  1 : 0] tmp_state;
    reg  [                  1 : 0] tmp_offset;
    reg  [                 23 : 0] tmp_load_res;
    reg  [                  1 : 0] tmp_last_offset;
    reg                            tmp_last_mem_inst_ready;
    reg                            tmp_io_delay;
    assign tmp_io               = (lsb_mem_enable && (lsb_mem_addr == 32'h30000 || lsb_mem_addr == 32'h30004));
    assign tmp_lsb_store_enable = (lsb_mem_enable && (lsb_mem_op == 6'd15 || lsb_mem_op == 6'd16 || lsb_mem_op == 6'd17));
    assign tmp_lsb_load_enable  = (lsb_mem_enable && !tmp_lsb_store_enable);
    assign tmp_mem_inst_ready   = (!tmp_load_data && !tmp_store_data && (((tmp_offset == STATE_HALF && ram_data[1 : 0] != 2'b11) || (tmp_offset == STATE_WORD && tmp_load_res[1 : 0] == 2'b11))));
    assign tmp_cur_load_res     = (tmp_last_offset == STATE_BYTE ? {tmp_unsigned ? 24'b0 : {24{ram_data[7]}}, ram_data} : (tmp_last_offset == STATE_HALF ? {tmp_unsigned ? 16'b0 : {16{ram_data[7]}}, ram_data, tmp_load_res[7 : 0]} : {ram_data, tmp_load_res}));
    assign mem_busy             = (fet_mem_enable || lsb_mem_enable || tmp_busy);
    assign mem_fet_busy         = tmp_busy;
    assign mem_inst             = (mem_inst_ready ? tmp_mem_inst : 32'b0);
    assign mem_data             = (mem_data_ready ? tmp_cur_load_res : 32'b0);
    always @(*) begin
        if (tmp_last_mem_inst_ready) begin
            tmp_mem_inst = tmp_cur_load_res;
        end
    end
    always @(posedge clk) begin
        if (rdy) begin
            tmp_last_mem_inst_ready <= (rst ? 1'b0 : tmp_mem_inst_ready);
        end
    end
    always @(posedge clk) begin
        if (rst) begin
            mem_inst_ready  <= 1'b0;
            mem_inst_addr   <= 32'b0;
            mem_data_ready  <= 1'b0;
            mem_id          <= 4'b0;
            mem_ram_data    <= 8'b0;
            mem_ram_addr    <= 32'b0;
            mem_ram_wr      <= 1'b0;
            tmp_busy        <= 1'b0;
            tmp_load_inst   <= 1'b0;
            tmp_inst_addr   <= 32'b0;
            tmp_load_data   <= 1'b0;
            tmp_store_data  <= 1'b0;
            tmp_addr        <= 32'b0;
            tmp_data        <= 32'b0;
            tmp_id          <= 4'b0;
            tmp_unsigned    <= 1'b0;
            tmp_state       <= 2'b0;
            tmp_offset      <= 2'b0;
            tmp_load_res    <= 24'b0;
            tmp_last_offset <= 2'b0;
            tmp_io_delay    <= 1'b0;
        end else if (rdy) begin
            if (flush) begin   
                tmp_load_inst  <= 1'b0;
                tmp_load_data  <= 1'b0;
                mem_inst_ready <= 1'b0;
                mem_data_ready <= 1'b0;
                if (!tmp_store_data && !tmp_lsb_store_enable) begin
                    mem_ram_data <= 8'b0;
                    mem_ram_addr <= 32'b0;
                    mem_ram_wr   <= 1'b0;
                    tmp_busy     <= 1'b0;
                    tmp_offset   <= 2'b0;
                end
            end
            if (!tmp_io_delay) begin
                if (!flush) begin
                    mem_data_ready <= (tmp_load_data && tmp_offset == tmp_state && !(tmp_io && io_buffer_full));
                    if (tmp_mem_inst_ready) begin
                        mem_inst_ready <= 1'b1;
                    end else if (!stall) begin
                        mem_inst_ready <= 1'b0;
                    end
                end
                if (!tmp_load_inst && !tmp_load_data && !tmp_store_data) begin
                    if ((!flush && (fet_mem_enable || tmp_lsb_load_enable)) || tmp_lsb_store_enable) begin
                        tmp_busy     <= 1'b1;
                        tmp_offset   <= 2'd0;
                        tmp_load_res <= 24'b0;
                    end
                    if (!flush && fet_mem_enable) begin
                        tmp_load_inst <= 1'b1;
                        tmp_inst_addr <= fet_pc;
                    end
                    if (!flush && tmp_lsb_load_enable) begin
                        tmp_load_data <= 1'b1;
                        tmp_addr      <= lsb_mem_addr;
                        tmp_id        <= lsb_mem_id;
                        tmp_unsigned  <= (lsb_mem_op == 6'd13 || lsb_mem_op == 6'd14);
                        tmp_state     <= (lsb_mem_op == 6'd12 ? STATE_WORD : (lsb_mem_op == 6'd11 || lsb_mem_op == 6'd14 ? STATE_HALF : STATE_BYTE));
                    end else if (tmp_lsb_store_enable) begin
                        tmp_store_data <= 1'b1;
                        tmp_addr       <= lsb_mem_addr;
                        tmp_data       <= lsb_mem_data;
                        tmp_state      <= (lsb_mem_op == 6'd17 ? STATE_WORD : (lsb_mem_op == 6'd16 ? STATE_HALF : STATE_BYTE));
                    end
                    if (!flush && tmp_lsb_load_enable) begin
                        if (tmp_io && io_buffer_full) begin
                            tmp_io_delay <= 1'b1;
                        end else begin
                            mem_ram_addr <= lsb_mem_addr;
                            mem_ram_wr   <= 1'b0;
                        end
                    end else if (tmp_lsb_store_enable) begin
                        if (tmp_io && io_buffer_full) begin
                            tmp_io_delay <= 1'b1;
                        end else begin
                            mem_ram_data <= lsb_mem_data[7 : 0];
                            mem_ram_addr <= lsb_mem_addr;
                            mem_ram_wr   <= 1'b1;
                        end
                    end else if (!flush && fet_mem_enable) begin
                        mem_ram_addr <= fet_pc;
                        mem_ram_wr   <= 1'b0;
                    end
                end else begin
                    if (!flush && (tmp_load_data || tmp_load_inst) && tmp_offset != 2'd0) begin
                        case (tmp_offset)
                            2'd0: ;
                            2'd1: tmp_load_res[7 : 0] <= ram_data;
                            2'd2: tmp_load_res[15 : 8] <= ram_data;
                            2'd3: tmp_load_res[23 : 16] <= ram_data;
                        endcase
                    end
                    if (!flush && tmp_load_data) begin
                        if (tmp_offset == tmp_state) begin
                            mem_id <= tmp_id;
                            if (tmp_load_inst) begin
                                mem_ram_addr <= tmp_inst_addr;
                            end else begin
                                mem_ram_addr <= 32'b0;
                                tmp_busy     <= 1'b0;
                            end
                            tmp_load_data   <= 1'b0;
                            tmp_offset      <= 2'd0;
                            tmp_last_offset <= tmp_offset;
                        end else begin
                            mem_ram_addr <= tmp_addr + tmp_offset + 32'd1;
                            tmp_offset   <= tmp_offset + 2'd1;
                        end
                    end else if (tmp_store_data) begin
                        if (tmp_offset == tmp_state) begin
                            mem_ram_wr <= 1'b0;
                            if (!flush && tmp_load_inst) begin
                                mem_ram_addr <= tmp_inst_addr;
                            end else begin
                                mem_ram_addr <= 32'b0;
                                tmp_busy     <= 1'b0;
                            end
                            tmp_store_data <= 1'b0;
                            tmp_offset     <= 2'd0;
                        end else begin
                            case (tmp_offset)
                                2'd0: mem_ram_data <= tmp_data[15 : 8];
                                2'd1: mem_ram_data <= tmp_data[23 : 16];
                                2'd2: mem_ram_data <= tmp_data[31 : 24];
                                2'd3: ;
                            endcase
                            mem_ram_addr <= tmp_addr + tmp_offset + 32'd1;
                            tmp_offset   <= tmp_offset + 2'd1;
                        end
                    end else if (!flush && tmp_load_inst) begin
                        if (tmp_mem_inst_ready) begin
                            mem_inst_addr   <= tmp_inst_addr;
                            mem_ram_addr    <= 32'b0;
                            tmp_busy        <= 1'b0;
                            tmp_load_inst   <= 1'b0;
                            tmp_offset      <= 2'b0;
                            tmp_last_offset <= tmp_offset;
                        end else begin
                            mem_ram_addr <= tmp_inst_addr + tmp_offset + 32'd1;
                            tmp_offset   <= tmp_offset + 2'd1;
                        end
                    end
                end
            end else if (!io_buffer_full) begin
                tmp_io_delay <= 1'b0;
                if (tmp_load_data) begin
                    mem_data_ready <= 1'b1;
                    mem_ram_addr   <= tmp_addr;
                    mem_ram_wr     <= 1'b0;
                end
                if (tmp_store_data) begin
                    mem_ram_data <= tmp_data[7 : 0];
                    mem_ram_addr <= tmp_addr;
                    mem_ram_wr   <= 1'b1;
                end
            end
        end else begin
            if (tmp_io && io_buffer_full) begin
                mem_ram_data <= 8'b0;
                mem_ram_addr <= 32'b0;
                mem_ram_wr   <= 1'b0;
            end
        end
    end
endmodule
==> flow/run.sh <==
#!/bin/bash
# OpenROAD 26Q1-2900-gdf79404cd8, Yosys 0.63+post, stock flow scripts
make -C /OpenROAD-flow-scripts/flow DESIGN_CONFIG=/design/flow/config.mk WORK_HOME=/design/flow/orfs finish
==> flow/config.mk <==
export PLATFORM = sky130hd
export DESIGN_NAME = memory_controller
export DESIGN_NICKNAME = memory_controller
export VERILOG_FILES = /design/flow/design.v
export SDC_FILE = /design/flow/constraint.sdc
export NUM_CORES = 4
export LEC_CHECK = 1
export CORE_UTILIZATION = 40
==> flow/constraint.sdc <==
current_design memory_controller

set clk_period 10.8
set clk_io_pct 0.2

create_clock -name clk0 -period $clk_period [get_ports {clk}]

set non_clock_inputs [all_inputs -no_clocks]
set_input_delay [expr $clk_period * $clk_io_pct] -clock clk0 $non_clock_inputs
set_output_delay [expr $clk_period * $clk_io_pct] -clock clk0 [all_outputs]
==> results.yml <==
# flow metrics
flow_run:
  warning_count: 28
  cap_viol_max_count: 0
global_routing:
  grt_pass1_vias: 13700
  grt_start_max_net_pins: 72
  grt_remaining_overflow: 0
  grt_antenna_before_repair: 0
  grt_pass1_wl_um: 86400
  gr-usage-all-layers_pct: 33.0
finish:
  num-fill-cells: 3218
  final_cell_mix: "sky130_fd_sc_hd__nand2_1 (422), sky130_fd_sc_hd__clkdlybuf4s50_1 (265), sky130_fd_sc_hd__a21oi_1 (248), sky130_fd_sc_hd__dfxtp_1 (215), sky130_fd_sc_hd__nor2_1 (84)"
  layout.cells.most_common: "sky130_fd_sc_hd__nand2_1"
  drive_above_1_share_pct: 5.10
  post-route-cell-area_mm2: 0.0174
  layout.area.comb_mm2: 0.00812
  sequential_cell_area_mm2: 0.00481
  area_growth_syn_to_layout_pct: 27.9
synthesis:
  synth_top_cell_by_area: "sky130_fd_sc_hd__dfxtp_1"
  synth-area-yosys_mm2: 0.0136
  synthTopCellsByArea: "sky130_fd_sc_hd__dfxtp_1 (32%), sky130_fd_sc_hd__nand2_1 (12%), sky130_fd_sc_hd__a21oi_1 (9.1%), sky130_fd_sc_hd__clkbuf_1 (3.6%), sky130_fd_sc_hd__dlxtp_1 (3.5%)"
  synthCells: 1892
  synth-main-ff-cell: "sky130_fd_sc_hd__dfxtp_1"
  synth_warnings: 1
  mappedNetlistArea_mm2: 0.0136
  postSynthAreaPerCell_um2: 7.20
  synth-edff-count: 1
  synth_largest_type_area_fraction_pct: 31.6
  yosys_cell_types: 76
  synth_flops: 248
  synth.yosys.num_cells: 1892
  ys_async_sr_fraction_pct: 0
place:
  buffer_ports.inserted: 266
  dpl-instance-area_mm2: 0.0166
  gpl.final_weighted_congestion: 1.01
  hpwlAfterDp_um: 40600
  preCtsSetupSlack_ns: 4.35
die:
  fp.dieArea_mm2: 0.0348
  die_y_um: 187
  rows: 67
  die_w_um: 187
  floorplan_core_area_mm2: 0.0335
  initCoreUtil_pct: 40.6
  ioPinCount: 267
worst_setup_path:
  worstSetupEndpointType: "output pin"
  timing.reg2reg.worst_path_depth: 10
  type_of_element_launching_the_critical_path: "input port"
  cp.required_ns: 8.64
  r2r_end: "mem_ram_addr[12]"
  worst_r2r_startpoint: "tmp_offset[0]"
  worst-path-max-fanout: 15
  reg2reg_slack_ns: 6.64
  worst_ep_arrival_time_ns: 4.30
  worstSetupPathType: "in2out"
route:
  wl_met2_um: 22100
  post_drt_wl_per_cell_um: 22.3
  diodes: 0
  met3_length_um: 6810
  vias_per_cell: 5.89
  wl_met1_um: 26700
  route.vias.total: 15000
  highest-signal-layer: "met4"
  drt_first_iter_violations: 1554
  post-route-drc-count: 0
  route.antenna.remaining_nets: 0
  routed_wl_um: 56800
  detailedRoute.firstPassIterationCount: 6
hold_path:
  worstHoldPathCells: 2
  hold_start: "mem_inst_addr[30]"
  holdCritPathClass: "reg2reg"
  min_to: "mem_inst_addr[30]"
final_timing:
  endpoints_left_unconstrained: 32
  fmaxAchievable_mhz: 155
  finalHoldViolCount: 0
  final.period_utilization_pct: 59.8
  setup-violations-final: 0
  relSlewSlack_pct: 37.6
  timing.clock.skew_ns: 0.0136
  finalWorstSetupSlack_ns: 4.34
  tightest_slew_ns: 0.912
  final_hold_slack_ns: 0.452
  unclocked_pins: 32
  timing_max_transition_violations_final: 0
  rsz0062_at_grt: "no"
  setup_tns_ns: 0
  finalWorstPathRequiredPeriod_ns: 6.46
power_and_ir_drop:
  peakVddDrop_mv: 0.0955
  seqPwrFrac_pct: 43.5
  switching_share_pct: 28.5
  pwr-share-clk_pct: 41.3
  power_frac_comb_pct: 15.2
  internal_power_mw: 1.42
  p_per_area_mw_per_mm2: 114
  leakage_power_of_the_design_nw: 6.01
  total_switching_power_mw: 0.567
clock_tree:
  clkLatencyLatePin_ns: 0.53
  clkTransAtPathRegs_ns: 0.06
  cts-root-buf: "sky130_fd_sc_hd__clkbuf_16"
  post-cts-setup-buffer-count: 0
  post_cts_hold_buffer_count: 0
  cts.htree.levels: 1
  cts_tree: "done"
  clock_tree.buffer_depth: 3
  cts-buffers-inserted: 25
  post_cts_resize_count: 0
outcome:
  outcome: "finished clean"
## flip-flops by register name, summed over array words and instances, names as in the netlist, 2 cells and up
register and count:
tmp_mem_inst 32, tmp_load_res 24, mem_ram_data 8, mem_id 4
tmp_state 2, tmp_data 32, mem_ram_addr 32, tmp_offset 2
tmp_inst_addr 32, tmp_addr 32, tmp_id 4, mem_inst_addr 32
tmp_last_offset 2
## per-stage QoR
step	power [mW]	utilization, %	instances
floorplan	1.01	-	1892
global placement	1.17	49.6	2501
detailed placement	1.17	49.6	2501
CTS	1.99	52.0	2545
global route	2.06	52.0	2545
finish	1.99	52.0	2545
## power by group through the flow
stage	Clock [mW]	Combinational, mW	Sequential (mW)
after CTS	0.833	0.294	0.862
after global routing	0.867	0.322	0.866
final	0.821	0.303	0.864
## logic make-up after synthesis
group | synth area share (%)
flip-flops | 31.8
AND/OR/NAND/NOR | 26.7
buffers and inverters | 5.53
multiplexers | 2.51
XOR/XNOR | 3.73
AND-OR/OR-AND | 25.2
latches | 3.53
adder cells (fa/ha/maj) | 1.03
## layer usage
layer | global-route usage (%) | up-vias
met5 | 0 | -
met4 | 6.34 | 0
met3 | 11.4 | 86
met2 | 42.9 | 798
met1 | 53.1 | 7036
li1 | - | 7080
## synthesized netlist by cell type (5+ instances only)
cell and n:
sky130_fd_sc_hd__mux2i_1 24, sky130_fd_sc_hd__mux2_2 9, sky130_fd_sc_hd__nand4_1 18, sky130_fd_sc_hd__xor2_1 28
sky130_fd_sc_hd__a21oi_1 249, sky130_fd_sc_hd__a221o_1 5, sky130_fd_sc_hd__inv_1 50, sky130_fd_sc_hd__a211o_1 10
sky130_fd_sc_hd__o21a_1 5, sky130_fd_sc_hd__a311oi_1 6, sky130_fd_sc_hd__o311ai_0 5, sky130_fd_sc_hd__dfxtp_1 215
sky130_fd_sc_hd__nand2_1 422, sky130_fd_sc_hd__nor3_1 33, sky130_fd_sc_hd__and2_1 73, sky130_fd_sc_hd__a222oi_1 8
sky130_fd_sc_hd__a2111oi_0 5, sky130_fd_sc_hd__nand3_1 71, sky130_fd_sc_hd__a211oi_1 30, sky130_fd_sc_hd__xnor2_1 30
sky130_fd_sc_hd__nand2b_1 8, sky130_fd_sc_hd__and3_1 14, sky130_fd_sc_hd__a221oi_1 16, sky130_fd_sc_hd__and4_1 8
sky130_fd_sc_hd__nor4_1 23, sky130_fd_sc_hd__nand3b_1 5, sky130_fd_sc_hd__ha_1 8, sky130_fd_sc_hd__nor2b_1 10
sky130_fd_sc_hd__nor4b_1 6, sky130_fd_sc_hd__buf_1 9, sky130_fd_sc_hd__clkbuf_1 130, sky130_fd_sc_hd__a31oi_1 23
sky130_fd_sc_hd__o211ai_1 22, sky130_fd_sc_hd__a21o_1 13, sky130_fd_sc_hd__o31ai_1 6, sky130_fd_sc_hd__nor2_1 87
sky130_fd_sc_hd__o22ai_1 14, sky130_fd_sc_hd__o21ai_0 77, sky130_fd_sc_hd__or3_1 5, sky130_fd_sc_hd__a22oi_1 18
sky130_fd_sc_hd__dlxtp_1 32, sky130_fd_sc_hd__a21boi_0 5
## worst max-delay path by stage
stage	start	slack, ns	end	depth (start not counted)
4_1_cts	ram_data[7]	4.36	mem_data[21]	6
5_1_grt	ram_data[7]	4.19	mem_data[21]	6
6_report	ram_data[7]	4.34	mem_data[16]	6
## layout make-up
| type | instances | share of cell area (%) |
|---|---|---|
| multi-input cells | 1449 | 46.6 |
| flip-flops and latches | 248 | 27.6 |
| repair buffers | 305 | 17.0 |
| clock buffers | 38 | 4.27 |
| well taps | 448 | 3.22 |
| inverters | 51 | 1.10 |
| clock inverters | 6 | 0.244 |
## worst max-delay path, stage by stage
cell and delay [ns]:
sky130_fd_sc_hd__clkdlybuf4s50_1 0.50, sky130_fd_sc_hd__nor2b_1 0.19, sky130_fd_sc_hd__nor2_1 0.71, sky130_fd_sc_hd__a21oi_1 0.13
sky130_fd_sc_hd__and2_1 0.22, sky130_fd_sc_hd__clkdlybuf4s50_1 0.39
No activity file was given, so power comes from the tool's default toggle rates.
